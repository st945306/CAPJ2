### flow/config.mk
export PLATFORM = sky130hd
export DESIGN_NAME = ALU
export DESIGN_NICKNAME = ALU
export VERILOG_FILES = /design/flow/design.v
export SDC_FILE = /design/flow/constraint.sdc
export NUM_CORES = 4
export LEC_CHECK = 1
export CORE_UTILIZATION = 50
### flow/constraint.sdc
current_design ALU

set clk_period 18.8
set clk_io_pct 0.2

create_clock -name clk0 -period $clk_period

set non_clock_inputs [all_inputs -no_clocks]
set_input_delay [expr $clk_period * $clk_io_pct] -clock clk0 $non_clock_inputs
set_output_delay [expr $clk_period * $clk_io_pct] -clock clk0 [all_outputs]
### flow/design.v
module ALU(
    data1_i, 
    data2_i,
    ALUCtrl_i,
    data_o
);
input   [31:0]      data1_i;
input   [31:0]      data2_i;
input   [2:0]       ALUCtrl_i;
output  reg[31:0]   data_o;
always@(data1_i or data2_i or ALUCtrl_i)begin
    if(ALUCtrl_i==3'b000)begin
        data_o = data1_i & data2_i;
    end
    else if(ALUCtrl_i==3'b001)begin
        data_o = data1_i | data2_i;
    end
    else if(ALUCtrl_i==3'b010)begin
        data_o = data1_i + data2_i;
    end
    else if(ALUCtrl_i==3'b011)begin
        data_o = data1_i - data2_i;
    end
    else if(ALUCtrl_i==3'b110)begin
        data_o = data1_i * data2_i;
    end
    else begin
        data_o = data1_i;
    end
end
endmodule
### flow/run.sh
#!/bin/bash
# OpenROAD 26Q1-2900-gdf79404cd8, Yosys 0.63+post, stock flow scripts
make -C /OpenROAD-flow-scripts/flow DESIGN_CONFIG=/design/flow/config.mk WORK_HOME=/design/flow/orfs finish
==> flow_metrics.tcl <==
# place-and-route summary
set metrics [dict create \
    cts_resized 0 \
    warnings 95 \
    die_h_microns 202 \
    min_period_over_period 0.884 \
    syn-cell-area_sq_um 20000 \
    antenna_found_initial 1 \
    cp_common_cell "fa_1" \
    dp_slack_ns 2.36 \
    arrival_ns 12.85 \
    yosysWarnings 1 \
    critical_path_class "in -> out" \
    drc 0 \
    die_area_sq_um 40900 \
    grt_pass1_wl_microns 123000 \
    grt_max_degree 50 \
    initialDrtViolationCount 1419 \
    seq_cells 0 \
    die_w_microns 202 \
    wirelength_microns 81800 \
    worst_pin_slew_ns 0.908 \
    vias 17996 \
    rsz0062_at_grt "false" \
    dpl.hpwl_microns 65900 \
    crit_fanout 15 \
    syn_inst 2528 \
    area_growth_pct 8.09 \
    gp_congestion 1.04 \
    cpMaxStageDelayCell "clkdlybuf4s50_1" \
    seq_area_sq_um 0 \
    wl_per_cell_microns 26.5 \
    yosys_area_sq_um 20000 \
    drive_gt1_frac 0.0312 \
    ys_seq_share 0 \
    syn_avg_cell_area_sq_um 7.92 \
    synth_cell_types 67 \
    fmax_ghz 0.0602 \
    ioPinCount 99 \
    status "completed" \
    coreArea_sq_um 39100 \
    num_rows 72 \
    grt_util_all_layers 0.443 \
    fin_crit_ns 16.61 \
    postCtsSetupBuffers 0 \
    yosys-top-cells-area "fa_1, ha_1, inv_1" \
    slew_headroom 0.389 \
    required_ns 15.04 \
    cts_hold_buf 0 \
    final-max-slew-violation-count 0 \
    cp-start-kind "input port" \
    finalSetupViolCount 0 \
    nClkBuffers 0 \
    max_cap_viol_count 0 \
    port_buffers 99 \
    timing.final.ws_setup_ns 2.19 \
    top_area_frac 0.410 \
    slowest_delay_ns 0.80 \
    endpoint_kind "output pin" \
    ys_cells 2528 \
    initial_core_util 0.512 \
    antenna-diode-count 0 \
    drtAntennaViolNets 0 \
    grt_pass1_vias 19055 \
    dr.pass1.iters 5 \
    vias_per_cell 5.84 \
    hold_viol 0 \
    fin_setup_tns_ns 0 \
    overflow 0 \
    top_area_cell "fa_1" \
    hp-class "in -> out" \
]
cell usage after synthesis, types with 18 or more instances:
master      n
o21ai_0    78
nor3_1     23
inv_1     467
fa_1      410
clkbuf_1  101
xnor2_1    83
ha_1      218
o22ai_1    21
xor2_1     28
a21o_1     24
nor2_1    378
a21oi_1   111
nand2_1   297
o211ai_1   18
final cells by class:
type                            instances  area, sq um
Multi-Input combinational cell       1917        17700
Fill cell                            3648        17500
Inverter                              485         1820
Timing Repair Buffer                  162         1460
Tap cell                              518          648
critical path, delay by kind of cell:
family          cells  cell delay (ns)
xor+xnor            1             0.16
buf+inv             7             1.95
fa+ha+maj           9             4.25
simple gates        4             0.77
compound gates      6             1.94
cells in the final DEF, fill, tap and decap left out, types with 17 or more instances in the layout:
cell type	synthesis	layout
nor3_1	23	23
xnor2_1	83	83
fa_1	410	410
o31ai_1	17	17
o21ai_0	78	78
nor2_1	378	377
buf_4	0	63
a21o_1	24	24
inv_1	467	467
nand2_1	297	297
o211ai_1	18	18
o22ai_1	21	21
clkdlybuf4s50_1	0	98
a21oi_1	111	111
ha_1	218	218
xor2_1	28	28
cell families (layout without fill, tap and decap cells):
family	count (synthesis)	count (layout)	synth area share
adders and majority gates	628	628	0.546
AOI/OAI and AO/OA	392	392	0.127
buffers and inverters	611	647	0.115
xor gates and xnor gates	111	111	0.0485
and+or+nand+nor	774	774	0.157
muxes	12	12	0.00600
metrics by stage:
stage	std cells	instance area, sq um	hold WS, ns	util
final	3082	21600	8.60	0.554
after global placement	3082	21600	8.59	0.554
after floorplan	2528	20000	7.69	-
after CTS	3082	21600	8.58	0.554
after detailed placement	3082	21600	8.57	0.554
after global routing	3082	21600	8.68	0.554
routing by layer:
metal,global-route usage,routed length [microns]
met1,0.626,31400
met2,0.619,34500
met3,0.199,11500
met4,0.175,4470
met5,0.00119,13
path summary, 6_finish.rpt:
| path | start | endpoint | slack (ns) | depth (start not counted) |
|---|---|---|---|---|
| hold / removal | ALUCtrl_i[0] | data_o[2] | 8.60 | 4 |
| setup / recovery | data2_i[6] | data_o[31] | 2.19 | 27 |
