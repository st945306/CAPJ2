**flow/config.mk**
```make
export PLATFORM = sky130hd
export DESIGN_NAME = Registers
export DESIGN_NICKNAME = Registers
export VERILOG_FILES = /design/flow/design.v
export SDC_FILE = /design/flow/constraint.sdc
export NUM_CORES = 4
export LEC_CHECK = 1
export CORE_UTILIZATION = 40
```
**flow/constraint.sdc**
```tcl
current_design Registers

set clk_period 11.4
set clk_io_pct 0.2

create_clock -name clk0 -period $clk_period [get_ports {clk_i}]

set non_clock_inputs [all_inputs -no_clocks]
set_input_delay [expr $clk_period * $clk_io_pct] -clock clk0 $non_clock_inputs
set_output_delay [expr $clk_period * $clk_io_pct] -clock clk0 [all_outputs]
```
**flow/design.v**
```verilog
module Registers
(
    clk_i,
    ReadRegister1_i,
    ReadRegister2_i,
    WriteRegister_i, 
    WriteData_i,
    RegWrite_i, 
    ReadData1_o, 
    ReadData2_o 
);
input               clk_i, RegWrite_i;
input   [4:0]       ReadRegister1_i, ReadRegister2_i, WriteRegister_i;
input   [31:0]      WriteData_i;
output  [31:0]      ReadData1_o, ReadData2_o; 
reg     [31:0]      register        [0:31];
assign  ReadData1_o = register[ReadRegister1_i];
assign  ReadData2_o = register[ReadRegister2_i];
always@(negedge clk_i) begin
    if(RegWrite_i)
        register[WriteRegister_i] <= WriteData_i;
end
endmodule 
```
**flow/run.sh**
```bash
#!/bin/bash
# OpenROAD 26Q1-2900-gdf79404cd8, Yosys 0.63+post, stock flow scripts
make -C /OpenROAD-flow-scripts/flow DESIGN_CONFIG=/design/flow/config.mk WORK_HOME=/design/flow/orfs finish
```
==> Changelog: implementation <==
### Changed

- Yosys cell count: approximately 3400
- Hold Crit Class: in -> out
- Initial DRC count: 1878
- VDD IR max: 145 uV
- Cell Type Count: 24
- Top cells, area: edfxtp_1 63%, mux2i_1 21%, a22oi_1 3.0%
- Ant. Diodes: 0
- CP top delay family: AND-OR/OR-AND gates
- Worst-path clk slew: around 0.03 ns
- Ys async rst share: 0
- Post-DP HPWL: between 80000 and 90000 um
- Log Warnings: just over 1000
- Bufs on Longest Clock Path: 3
- Nature of the critical path endpoint: output port
- Setup CP Type: reg -> out
- Drt total wl: between 100000 and 150000 um
- Non-Filler Instances: 6217
- Bufs and invs on worst path: 1
- Setup Fix Bufs, Post-CTS: 0
- Power Dens Cells: between 150 and 200 mW/mm^2
- Setup TNS: 0 ns
- Antenna-violating nets left: 0
- Wire per inst: between 20 and 25 um
- Syn Area/Cell: between 10 and 15 um^2
- Largest registers: register: 1024 flops
- Slew @ Worst Pin: 0.847 ns
- H-tree depth: 3
- Cell type with the largest total area: edfxtp_1
- Die height: about 350 um
- CTS resizes: 0
- WP depth: 6
- WHS Path Cells: 6
- I/O pin total: roughly 110
- Chip width: between 300 and 400 um
- Chip area: roughly 0.12 mm^2
- Num rows: about 130
- Pins Over Slew Limit: 0
- #FFs+latches synth: roughly 1000
- TritonCTS clock tree: done
- Syn Std Cell Area: approximately 0.05 mm^2
- Critical path's largest stage delay: about 0.54 ns
- Max FFs per register: between 1000 and 1500
- Vias in the first global route: roughly 37000
- Hold WS: 5.84 ns
- RD Place Congestion: 0.871
- Vias/cell: approximately 5.5
- Total gr overflow: 0
- Number of enable flip-flop cells: around 1000
- Main flop type: edfxtp_1
- Pleak: roughly 26 nW
- I/O Buffers: 112
- Unrepaired setup endpoints after global routing: no
- Slowest stage cell, crit path: clkdlybuf4s50_1
- Max-slew headroom: 0.435
- Synth Warn #: 1
- Root Buffer: clkbuf_16
- Area delta synth->final: 22.3%
- Synth cell count leaders: 1024 x edfxtp_1, 1024 x mux2i_1, 195 x nand2_1
- Worst EP required: 9.12 ns
- Initial antenna violation count: 2
- Worst EP arrival: around 8.5 ns
- CTS buffer count: 115
- Largest Register: register
- Largest net degree at the start of global routing: slightly below 100
- Dpl cells: between 4000 and 5000
- Final setup viols: 0
- Yosys top cell area share: 0.631
- Max cap viols: 0
- Synthesis area per yosys: 0.0488 mm^2
- Share of layout cells above drive strength 1: 0.0780
- Status: finished clean
- Synth Seq Share: 0.631
- DRT Pass-1 Iters: 5
- Worst Path Max Fanout: 2
- Fillers: 10200
- Crit-path cells: mux2i_1 -> a22o_1 -> nor3_1 -> a31oi_1 -> nand3_1 -> clkdlybuf4s50_1
- DR DRC count: 0
- Hold-fix buffers, CTS: 0
- Vias: approximately 34000
- Clock sink total: 1024
- GRT Resource Usage Total: 0.257
- Mapped Cells: between 3000 and 4000
- Core area: ~0.12 mm^2
- Worst setup SP type: register
- Floorplan core density: 0.405
- Final Hold Violating Endpoints: 0
- First-pass GRT wire length: between 200000 and 250000 um
[per-layer routing]
layer  vias up  share of wire  global-route usage
met4         4          0.024               0.102
met3       236           0.12               0.149
met1     16500           0.38               0.325
li1      15700              -                   -
met5         -        0.00014                   0
met2      1625           0.48               0.375
[layout make-up]
type	instances	area [um^2]	share of cell area
Clock buffer	117	2930	0.0491
Clock inverter	1111	4800	0.0805
Multi-Input combinational cell	2109	16800	0.281
Sequential cell	1024	30700	0.516
Tap cell	1612	2020	0.0338
Timing Repair Buffer	244	2360	0.0396
[cells in the final DEF, fill, tap and decap left out, types with 3 or more instances in the layout]
master           synthesis  layout
clkbuf_16                0     117
a22oi_1                192     192
bufinv_16                0      18
a31oi_1                 64      64
buf_4                   52     113
nor3_1                  64      64
nor2_4                   0      34
nor2b_4                  0       4
inv_6                    0       3
nand3_1                194     194
buf_12                   0      19
clkinvlp_2               0      26
edfxtp_1              1024    1024
nand2b_2                 0       4
nand2_1                195     193
mux2i_1               1024    1024
inv_1                    1    1054
a22o_1                 128     128
nand3b_1                 5       5
clkdlybuf4s50_1          0     110
or3b_2                   3       3
a21oi_1                192     192
inv_4                    0       4
[per-stage QoR]
step / setup WS (ns) / util / cell area, um^2 / power, W
after floorplan: 0.986 / - / 48800 / 0.00525
after global placement: 0.965 / 0.431 / 51900 / 0.00559
after detailed placement: 0.976 / 0.431 / 51900 / 0.00559
after CTS: 0.632 / 0.495 / 59600 / 0.0103
after global routing: 0.444 / 0.495 / 59600 / 0.0108
final: 0.586 / 0.495 / 59600 / 0.0101
[power by group]
part	leakage [nW]	internal [W]	switching, W
Clock	7.40	0.00274	0.00238
Sequential	9.22	0.00423	0.0000180
Combinational	9.29	0.000290	0.000489
Total	25.9	0.00726	0.00288
[cells by family after synthesis]
family                 after synthesis  share of synthesized area
multiplexers                      1024                      0.210
buffers and inverters              254                     0.0316
AND/OR/NAND/NOR                    509                     0.0472
flip-flops                        1024                      0.631
AND-OR/OR-AND                      576                     0.0805
[worst paths after layout]
check,start,to,slack [ns]
hold / removal,ReadRegister2_i[1],ReadData2_o[16],5.84
setup / recovery,register[7][11]$_DFFE_NP_,ReadData2_o[11],0.59
Power and IR drop assume default switching activity.
