--- ./design.v ---
module dcache_data_sram
(
	clk_i,
	addr_i,
	data_i,
	enable_i,
	write_i,
	data_o
);
input				  clk_i;
input	[4:0]		addr_i;
input	[255:0]	data_i;
input				  enable_i;
input				  write_i;
output	[255:0] 	data_o;
reg		[255:0]		memory 			[0:31];	
always@(posedge clk_i) begin
    if(enable_i && write_i) begin
		memory[addr_i]   <= data_i;
	end
end
assign 	data_o = (enable_i) ? memory[addr_i] : 256'b0;
endmodule
module dcache_tag_sram
(
	clk_i,
	addr_i,
	data_i,
	enable_i,
	write_i,
	data_o
);
input				  clk_i;
input	[4:0]		addr_i;
input	[23:0]	data_i;
input				  enable_i;
input				  write_i;
output	[23:0] 		data_o;
reg		[23:0]		memory 			[0:31];	
always@(posedge clk_i) begin
    if(enable_i && write_i) begin
		memory[addr_i]   <= data_i;
	end
end
assign 	data_o = (enable_i) ? memory[addr_i] : 24'b0;
endmodule
module dcache_top
(
	clk_i, 
	rst_i,
	mem_data_i, 
	mem_ack_i, 	
	mem_data_o, 
	mem_addr_o, 	
	mem_enable_o, 
	mem_write_o, 
	p1_data_i, 
	p1_addr_i, 	
	p1_MemRead_i, 
	p1_MemWrite_i, 
	p1_data_o, 
	p1_stall_o
);
input				clk_i; 
input				rst_i;
input	[256-1:0]	  mem_data_i; 
input				      mem_ack_i; 
output	[256-1:0]	mem_data_o; 
output	[32-1:0]	mem_addr_o; 	
output				    mem_enable_o; 
output				    mem_write_o; 
input	[32-1:0]	p1_data_i; 
input	[32-1:0]	p1_addr_i; 	
input				    p1_MemRead_i; 
input				    p1_MemWrite_i; 
output	[32-1:0]p1_data_o; 
output				  p1_stall_o; 
wire	[4:0]		  cache_sram_index;
wire				    cache_sram_enable;
wire	[23:0]		cache_sram_tag;
wire	[255:0]		cache_sram_data;
wire				    cache_sram_write;
wire	[23:0]		sram_cache_tag;
wire	[255:0]		sram_cache_data;
wire				sram_valid;
wire				sram_dirty;
parameter 			STATE_IDLE			  = 3'h0,
					      STATE_READMISS		= 3'h1,
					      STATE_READMISSOK	= 3'h2,
					      STATE_WRITEBACK		= 3'h3,
					      STATE_MISS			  = 3'h4;
reg		[2:0]		state;
reg					  mem_enable;
reg					  mem_write;
reg					  cache_we;
wire				  cache_dirty;
reg					  write_back;
wire	[4:0]		  p1_offset;
wire	[4:0]		  p1_index;
wire	[21:0]		p1_tag;
wire	[255:0]		r_hit_data;
wire	[21:0]		sram_tag;
wire				    hit;
reg		[255:0]		w_hit_data;
wire				    write_hit;
wire				    p1_req;
reg		[31:0]		p1_data;
assign 	p1_req     = p1_MemRead_i | p1_MemWrite_i;
assign	p1_offset  = p1_addr_i[4:0];
assign	p1_index   = p1_addr_i[9:5];
assign	p1_tag     = p1_addr_i[31:10];
assign	p1_stall_o = ~hit & p1_req;
assign	p1_data_o  = p1_data; 
assign	sram_valid = sram_cache_tag[23];
assign	sram_dirty = sram_cache_tag[22];
assign	sram_tag   = sram_cache_tag[21:0];
assign	cache_sram_index  = p1_index;
assign	cache_sram_enable = p1_req;
assign	cache_sram_write  = cache_we | write_hit;
assign	cache_sram_tag    = {1'b1, cache_dirty, p1_tag};	
assign	cache_sram_data   = (hit) ? w_hit_data : mem_data_i;
assign	mem_enable_o = mem_enable;
assign	mem_addr_o   = (write_back) ? {sram_tag, p1_index, 5'b0} : {p1_tag, p1_index, 5'b0};
assign	mem_data_o   = sram_cache_data;
assign	mem_write_o  = mem_write;
assign	write_hit    = hit & p1_MemWrite_i;
assign	cache_dirty  = write_hit;
assign hit = (p1_tag == sram_tag && sram_valid) ? 1'b1:1'b0;
assign r_hit_data = sram_cache_data;
always@(p1_offset or r_hit_data) begin
	p1_data = hit ? r_hit_data[p1_offset * 8 + 31 -: 32] : 32'b0;
end
always@(p1_offset or r_hit_data or p1_data_i) begin
	w_hit_data={p1_offset == 28 ? p1_data_i : r_hit_data[255:224],
                    p1_offset == 24 ? p1_data_i : r_hit_data[223:192],
                    p1_offset == 20 ? p1_data_i : r_hit_data[191:160],
                    p1_offset == 16 ? p1_data_i : r_hit_data[159:128],
                    p1_offset == 12 ? p1_data_i : r_hit_data[127:96],
                    p1_offset == 8 ? p1_data_i : r_hit_data[95:64],
                    p1_offset == 4 ? p1_data_i : r_hit_data[63:32],
                    p1_offset == 0 ? p1_data_i : r_hit_data[31:0]};
end
always@(posedge clk_i or negedge rst_i) begin
	if(~rst_i) begin
		state      <= STATE_IDLE;
		mem_enable <= 1'b0;
		mem_write  <= 1'b0;
		cache_we   <= 1'b0; 
		write_back <= 1'b0;
	end
	else begin
		case(state)		
			STATE_IDLE: begin
				if(p1_req && !hit) begin	 
					state <= STATE_MISS;
				end
				else begin
					state <= STATE_IDLE;
				end
			end
			STATE_MISS: begin
				if(sram_dirty) begin		 
					mem_enable <= 1'b1;
					mem_write <= 1'b1;
					write_back <= 1'b1;
					state <= STATE_WRITEBACK;
				end
				else begin			 
					mem_enable <= 1'b1;
					mem_write <= 1'b0;
					write_back <= 1'b0; 
					state <= STATE_READMISS;
				end
			end
			STATE_READMISS: begin
				if(mem_ack_i) begin		 
					mem_enable <= 1'b0;
					cache_we <= 1'b1;	 
					state <= STATE_READMISSOK;
				end
				else begin
					state <= STATE_READMISS;
				end
			end
			STATE_READMISSOK: begin			 
				cache_we <= 1'b0;
				state <= STATE_IDLE;
			end
			STATE_WRITEBACK: begin
				if(mem_ack_i) begin		 
					write_back <= 1'b0;
					mem_write <= 1'b0; 
					state <= STATE_READMISS;
				end
				else begin
					state <= STATE_WRITEBACK;
				end
			end
		endcase
	end
end
dcache_tag_sram dcache_tag_sram
(
	.clk_i(clk_i),
	.addr_i(cache_sram_index),
	.data_i(cache_sram_tag),
	.enable_i(cache_sram_enable),
	.write_i(cache_sram_write),
	.data_o(sram_cache_tag)
);
dcache_data_sram dcache_data_sram
(
	.clk_i(clk_i),
	.addr_i(cache_sram_index),
	.data_i(cache_sram_data),
	.enable_i(cache_sram_enable),
	.write_i(cache_sram_write),
	.data_o(sram_cache_data)
);
endmodule
--- ./run.sh ---
#!/bin/bash
# OpenROAD 26Q1-2900-gdf79404cd8, Yosys 0.63+post, stock flow scripts
make -C /OpenROAD-flow-scripts/flow DESIGN_CONFIG=/design/flow/config.mk WORK_HOME=/design/flow/orfs finish
--- ./config.mk ---
export PLATFORM = sky130hd
export DESIGN_NAME = dcache_top
export DESIGN_NICKNAME = dcache_top
export VERILOG_FILES = /design/flow/design.v
export SDC_FILE = /design/flow/constraint.sdc
export NUM_CORES = 4
export LEC_CHECK = 1
export CORE_UTILIZATION = 30
export SYNTH_MEMORY_MAX_BITS = 65536
--- ./constraint.sdc ---
current_design dcache_top

set clk_period 88.2
set clk_io_pct 0.2

create_clock -name clk0 -period $clk_period [get_ports {clk_i}]

set non_clock_inputs [all_inputs -no_clocks]
set_input_delay [expr $clk_period * $clk_io_pct] -clock clk0 $non_clock_inputs
set_output_delay [expr $clk_period * $clk_io_pct] -clock clk0 [all_outputs]
==> summary.rpt <==
=== SYNTHESIS / PLACE & ROUTE SUMMARY ===
----------------------------------------------------
[Timing]
  Number of endpoints failing setup at the final stage ........................ 0
  Final max-slew violation count ........................ 0
  Clock skew ........................ 163 ps
  Slew headroom ........................ 0.587%
  Post-route setup TNS ........................ 0 ps
  Unrepaired setup endpoints after global routing ........................ false
  Worst Max-Slew Pin Slew ........................ 1480 ps
  Total count of hold-check failures in the final report ........................ 0
  Portion of the clock cycle consumed by the worst path in the final layout ........................ 52.7%
  Final worst path period need ........................ 46460 ps
  Fin worst setup slack ........................ 41740 ps
  Max Clk Rate ........................ 21.5 MHz
  Tightest hold margin ........................ 478 ps

[Global route]
  Number of global-route vias before repair ........................ 201428
  GR Overflow Total ........................ 0
  GRT Total Usage ........................ 24.4%
  Antenna violations before repair ........................ 224
  Wire length of the first global-routing pass ........................ 1800000 µm
  Pin count of the biggest net entering global routing ........................ 103

[Drt]
  First-iteration detailed-routing DRC count ........................ 16237
  Total number of vias ........................ 191819
  Remaining routing DRC violations ........................ 0
  Count of antenna-violating nets left after detailed routing ........................ 0
  Drt total wl ........................ 1360000 µm
  Post-detailed-route via-to-cell ratio ........................ 5.34
  Post-DR wirelength/cell ........................ 37.7 µm
  Pre-Repair DR Iteration Count ........................ 9

[Power]
  Switching pwr ........................ 2.16 mW
  Portion of total power attributed to the clock network ........................ 39.4%
  Switching power share of the total ........................ 23.7%
  Overall power of the completed layout ........................ 9.13 mW
  Cell Int Power ........................ 6.96 mW
  Power Density ........................ 22.2 nW/µm²
  Max IR drop VDD ........................ 0.0000183 V
  Lkg Pwr ........................ 129 nW
  Part of the total power dissipated in combinational logic ........................ 8.6%
  Relative contribution of sequential cells to total power ........................ 52.0%

[Logic synthesis]
  Gate count after technology mapping ........................ 16972
  Largest area contributor in the synthesized netlist ........................ sky130_fd_sc_hd__edfxtp_1
  Post-synthesis register bit count ........................ 8936
  Number of synthesized flops with an enable pin ........................ 8928
  Post-synth seq share ........................ 76.3%
  Count of cell types in the netlist ........................ 90
  Syn Std Cell Area ........................ 351000 µm²
  Async S/R FF share, synth ........................ 0.0895%
  Mean cell area of the mapped netlist ........................ 20.7 µm²
  Area reported by Yosys stat ........................ 351000 µm²
  Synth Flop Type ........................ sky130_fd_sc_hd__edfxtp_1
  Max-area cell share ........................ 76.3%
  Number of cell instances after yosys synthesis ........................ 16972
  Count of synthesis-stage warnings from yosys ........................ 3
  Ranking of synthesized cells by area ........................ sky130_fd_sc_hd__edfxtp_1 76%, sky130_fd_sc_hd__mux4_2 9.6%, sky130_fd_sc_hd__mux2i_1 4.5%

[Job]
  Max-Cap Viols ........................ 0
  OpenROAD warning count ........................ 33

[Cells and area]
  Fraction of layout cells with a size suffix above 1 ........................ 22.8%
  Highest-count cells in the layout ignoring fill and taps ........................ 8928 x sky130_fd_sc_hd__edfxtp_1, 1575 x sky130_fd_sc_hd__mux2i_1, 1501 x sky130_fd_sc_hd__mux4_2, 1175 x sky130_fd_sc_hd__buf_4, 864 x sky130_fd_sc_hd__clkbuf_16
  Area growth from synthesis to layout ........................ 16.7%
  Most frequent logic cell in the layout ........................ sky130_fd_sc_hd__edfxtp_1

[Critical path]
  Kind of capture point of the worst setup path ........................ output pin
  Required time at the worst-slack endpoint ........................ 70560 ps
  Critical path data arrival time ........................ 28820 ps
  Crit-path leading delay family ........................ buffers and inverters
  Worst Path Class, Setup ........................ in2out
  Register-to-register setup slack ........................ 80010 ps
  Cell Chain, Critical Path ........................ buf_16 > buf_4 > buf_4 > buf_4 > buf_4 > buf_4 > buf_4 > buf_4 > buf_4 > buf_4 > buf_4 > mux4_2 > a22oi_1 > a41oi_2 > buf_4 > mux2i_1 > a221oi_1 > nand4_1 > a21oi_2 > buf_4 > clkdlybuf4s50_1
  Largest fanout of any net on the critical path ........................ 77
  Master of the slowest instance on the critical path ........................ sky130_fd_sc_hd__a21oi_2
  Delay contributed by the slowest stage of the critical path ........................ 1010 ps
  Critical Path Source Type ........................ input port
  Worst Path Buf+Inv ........................ 14
  Most used cell along the critical path ........................ sky130_fd_sc_hd__buf_4

[Place]
  Count of input and output buffers ........................ 642
  Worst-case setup slack after placement ........................ 42330 ps
  Global placement routability congestion ........................ 1.04
  HPWL reported at the end of detailed placement ........................ 848000 µm

[Clocking]
  Post-cts sizing count ........................ 0
  Num CTS Buffers ........................ 851
  Clock root buffer master ........................ sky130_fd_sc_hd__clkbuf_16
  Largest buffer count on any clock path ........................ 5
  Quantity of hold-fixing buffers added after cts ........................ 0
  Number of buffers inserted by post-CTS setup repair ........................ 0
  Number of levels in the clock H-tree ........................ 6
  Count of clock tree sinks ........................ 8936
  TritonCTS clock tree ........................ done
  Clk pin slew, worst setup/hold paths ........................ 50 ps
  Worst-Skew Late Latency ........................ 1220 ps

[Status]
  Run status ........................ completed

[Floorplan]
  Die Span Y ........................ 1080 µm
  FP Core Util ........................ 30.1%
  Total die size ........................ 1180000 µm²
  Std-Cell Core Area ........................ 1170000 µm²
  Die extent in x ........................ 1080 µm
  I/O pin count ........................ 648
  FP Rows ........................ 397

[Min path]
  Type of the most critical hold path ........................ reg2reg

----------------------------------------------------
==> area by class of cell <==
type                             count  area, µm²
Fill cell                       106880     758000
Antenna cell                      1042       2610
Multi-Input combinational cell    6936      77200
Clock buffer                      1047      22300
Tap cell                         15561      19500
Clock inverter                     479       4500
Sequential cell                   8936     268000
Inverter                            49        190
Timing Repair Buffer              1848      15800
==> worst paths after layout <==
kind / cells past startpoint / end / from
worst max register to register: 16 / dcache_data_sram.memory[14][191] / dcache_tag_sram.memory[6][2]
worst min-delay path: 2 / state[0] / state[0]
worst min register to register: 2 / state[0] / state[0]
max in group asynchronous: 1 / state[0] / rst_i
worst max-delay path: 21 / p1_data_o[13] / p1_addr_i[6]
min in group asynchronous: 1 / mem_enable / rst_i
==> flip-flops by register name, summed over array words and instances, names as in the netlist <==
name                     flops
dcache_data_sram.memory   8192
write_back                   1
cache_we                     1
dcache_tag_sram.memory     736
mem_enable                   1
state                        5
==> Yosys cell counts, drive strengths merged (43+ instances only) <==
| cell type | count |
|---|---|
| mux2i | 1575 |
| nor3 | 47 |
| a21oi | 129 |
| mux4 | 1501 |
| buf | 777 |
| nand4 | 55 |
| edfxtp | 8928 |
| mux2 | 462 |
| a41oi | 78 |
| nand2 | 363 |
| a31oi | 68 |
| o21ai | 119 |
| inv | 47 |
| clkbuf | 278 |
| a22oi | 778 |
| nand3 | 43 |
| and4 | 78 |
| o22ai | 802 |
| nor4 | 87 |
| nor2 | 404 |
==> per-stage QoR <==
step | instances | area, µm² | utilization, %
5_1_grt | 35694 | 410000 | 35.1
6_report | 35898 | 410000 | 35.1
2_1_floorplan | 16976 | 352000 | -
3_5_place_dp | 33330 | 381000 | 32.6
4_1_cts | 34856 | 408000 | 34.9
3_3_place_gp | 33328 | 381000 | 32.6
==> cells by family after synthesis <==
group / after synthesis / share of synthesized area, %
xor+xnor: 22 / 0.0548
simple gates: 1178 / 1.62
mux: 3538 / 15.6
flops: 8936 / 76.3
other cells: 1 / 0.00107
compound gates: 2193 / 4.33
buf+inv: 1104 / 2.09
==> metal layers <==
layer  track usage [%]  up-vias  wire length, µm
li1                  -    76019                -
met3              21.2     3307           267000
met1              21.7    95931           355000
met2              34.0    16421           600000
met4              18.2      141           129000
met5              3.66        -             4160
==> worst register-to-register path: stages, from the launching register on <==
cell                       delay, ps
sky130_fd_sc_hd__edfxtp_1        370
sky130_fd_sc_hd__mux2i_1         140
sky130_fd_sc_hd__o22ai_1         130
sky130_fd_sc_hd__nor4_1          970
sky130_fd_sc_hd__a31oi_1         420
sky130_fd_sc_hd__xnor2_1         250
sky130_fd_sc_hd__nand4_1         160
sky130_fd_sc_hd__nor4_4          610
sky130_fd_sc_hd__a32oi_4         180
sky130_fd_sc_hd__buf_4           320
sky130_fd_sc_hd__nor3_2          280
sky130_fd_sc_hd__buf_4           470
sky130_fd_sc_hd__buf_4           670
sky130_fd_sc_hd__buf_4           710
sky130_fd_sc_hd__buf_4           800
sky130_fd_sc_hd__buf_4           670
sky130_fd_sc_hd__buf_4           720
==> power by group through the flow <==
stage | Combinational [mW] | Sequential [mW] | Clock, mW
4_1_cts | 0.756 | 4.75 | 3.63
5_1_grt | 0.798 | 4.75 | 3.78
6_report | 0.782 | 4.75 | 3.60
Power figures rest on the tool's default switching activity, not on a simulated workload.
